--- /design/flow/run.sh ---
#!/bin/bash
# OpenROAD 26Q1-2900-gdf79404cd8, Yosys 0.63+post, stock flow scripts
make -C /OpenROAD-flow-scripts/flow DESIGN_CONFIG=/design/flow/config.mk WORK_HOME=/design/flow/orfs finish
--- /design/flow/config.mk ---
export PLATFORM = sky130hd
export DESIGN_NAME = PC
export DESIGN_NICKNAME = PC
export VERILOG_FILES = /design/flow/design.v
export SDC_FILE = /design/flow/constraint.sdc
export NUM_CORES = 4
export LEC_CHECK = 1
export CORE_AREA = 10 10 70 70
export DIE_AREA = 0 0 80 80
--- /design/flow/constraint.sdc ---
current_design PC

set clk_period 1.0
set clk_io_pct 0.2

create_clock -name clk0 -period $clk_period [get_ports {clk}]

set non_clock_inputs [all_inputs -no_clocks]
set_input_delay [expr $clk_period * $clk_io_pct] -clock clk0 $non_clock_inputs
set_output_delay [expr $clk_period * $clk_io_pct] -clock clk0 [all_outputs]
--- /design/flow/design.v ---
`timescale 1ns / 1ps
module PC(
    input clk,
    input PC_in,
    input PC_out,
    input PC_inc,
    input [3:0] data_in,
    output reg [3:0] data_out
    );
reg [3:0] temp = 8'b00000000;
always @(posedge clk) begin
    if (PC_in) temp = data_in;
    if (PC_out) data_out = temp;
end
endmodule
==> Changelog: implementation <==
### Physical design

- Hold Path Class: in2reg
- Port Buf Inserts: 10
- WHS Path Cells: 2
- Worst path bufs/invs: 1
- Setup-failing EPs final: 0
- Psw: 0.118 mW
- Data arrival, critical path: 0.89 ns
- Clock tree buffer depth: 2
- CP Max Fanout: 2
- Hold endpoint: temp[0]
- Post-Syn Instances: 12
- DR vias/cell: 2.06
- Final core occ: 11.8%
- Static leakage: 0.144 nW
- Total of fill cells in the finished design: 392
- Final Hold Viols: 0
- Global placer's final weighted congestion: 0.728
- Worst-Margin Slew: 0.181 ns
- Final Skew: 0.000173 ns
- Internal: 0.556 mW
- Max Cap Violations: 0
- Power per Cell Area: 1670 nW/um^2
- Initial DRC Count: 6
- Peak VDD IR: 0.000229 V
- Area Growth Syn to Fin: 64.8%
- Largest net degree at the start of global routing: 5
- Critical R2R Capture: data_out[1]
- Reg power frac: 57.1%
- Chip area: 6400 um^2
- Share of layout cells above drive strength 1: 44.0%
- Min Hold Slack: 0.468 ns
- H-tree level count: 1
- Clock share of power: 34.3%
- Hold buffer count at cts: 0
- Yosys warns: 1
- Root Buffer Master: clkbuf_4
- Sw frac: 17.5%
- Reg2reg path depth: 1
- Outcome: complete, no violations
- Wirelength per Cell: 6.90 um
- Detailed-route DRC error count: 0
- Total power: 0.674 mW
- Synth area leader: edfxtp_1
- Worst reg2reg startpoint: temp[1]
- Final Critical Period: 0.900 ns
- Asr flop ratio synth: 0%
- First-pass GRT wire length: 703 um
- CP Capture Type: register
- Post-CTS setup buffer count: 0
- Critical Path RT: 0.99 ns
- Finished Cell Area: 404 um^2
- Die Ht: 80 um
- Count of cell types in the netlist: 3
- Delay of the slowest critical-path stage: 0.41 ns
- Final period util: 90.0%
- Flop2flop setup slack: 0.19 ns
- RSZ-0062 raised after global routing: false
- CTS tree: done
- Yosys chip area: 245 um^2
- Netlist Area Pre-Place: 245 um^2
- Placed instance area: 403 um^2
- Antenna-violating nets left: 0
- Row count: 21
- Area leader share: 49.0%
- Syn_area_per_cell: 20.4 um^2
- Total grt overflow: 0
- Insertion Delay late pin: 0.24 ns
- Combinational gate area: 45.0 um^2
- Sequential fraction of the synthesis area: 81.6%
- First-pass DRT Iterations: 2
- Initial antenna violation count: 0
- Gate power share: 8.7%
- Clock Pin Slew Worst Setup and Hold Paths: 0.05 ns
- Number of enable flip-flop cells: 4
- Num Clock Sinks: 8
- Via count: 146
- Top cells by area: edfxtp_1 (49%), dfxtp_1 (33%), mux2_2 (18%)
- Die W: 80 um
- Vias in the first global route: 162
- Max Clk Rate: 1110 MHz
- Worst path slowest cell: clkdlybuf4s50_1
- I/O Pins: 12
- Hold path start: PC_in
- Tool warnings: 26
- CP Cell Sequence: clkdlybuf4s50_1, mux2_2
- Fp_density: 7.18%
- Worst setup SP type: input port
- Critical path type: in2reg
- Core area: 3420 um^2
- Delay-heaviest family, CP: buffers and inverters
- Post-synth regs: 8
- Number of buffers created by CTS: 3
- # Cells Yosys: 12
- Main flop type: edfxtp_1
- Register Area: 200 um^2
- WL final: 490 um
- Diodes inserted: 0
- Slew Limit Headroom: 87.9%
- Commonest cells post-synth: dfxtp_1 (4), edfxtp_1 (4), mux2_2 (4)
- GR Util All Layers: 1.42%
- Max-slew violations: 0
[what timing repair did]
action | in CTS | in global routing
setup endpoints to repair | 8 | 4
pin swaps | 0 | 0
gates resized | 9 | 4
[routing by layer]
layer  global-route usage [%]  share of wire [%]  vias to the layer above
met4                     1.58                6.9                        0
met3                     1.02                 13                        2
met2                     1.93                 39                       12
met5                        0                  0                        -
met1                     1.29                 41                       62
li1                         -                  -                       70
[state kept, by name (all words and copies together), names as in the netlist]
name,count
temp,4
data_out,4
[cells in the final DEF, fill, tap and decap left out, drive strengths merged]
master         Yosys  layout
clkbuf             0       7
clkdlybuf4s50      0       5
dfxtp              4       4
dlygate4sd2        0       1
edfxtp             4       4
mux2               4       4
[logic make-up (layout without fill, tap and decap cells)]
logic type             Yosys count  after routing  synth area share, %
flip-flops                       8              8                 81.6
buffers and inverters            0             13                    0
multiplexers                     4              4                 18.4
[cell type report]
class                           instances  area share, %
Clock buffer                            3           5.57
Tap cell                               46           14.2
Timing Repair Buffer                   10           19.5
Multi-Input combinational cell          4           11.1
Sequential cell                         8           49.5
[power by group through the flow]
stage | clock (mW) | sequential, mW | combinational, mW
4_1_cts | 0.247 | 0.385 | 0.0656
5_1_grt | 0.275 | 0.387 | 0.0648
6_report | 0.231 | 0.385 | 0.0585
[per-stage QoR]
stage / TNS (ns) / worst slack [ns] / cells
3_3_place_gp: -2.86 / -0.386 / 68
3_5_place_dp: -2.79 / -0.386 / 68
5_1_grt: 0 / 0.0232 / 71
2_1_floorplan: 0 / 0.218 / 12
6_report: 0 / 0.100 / 71
4_1_cts: 0 / 0.00578 / 71
[worst max path at each step]
stage	from	end	slack, ns	depth (start not counted)
after CTS	data_out[1]	data_out[1]	0.006	1
after global routing	data_out[0]	data_out[0]	0.02	1
final	data_in[1]	data_out[1]	0.10	2
No activity file was given, so power comes from the tool's default toggle rates.
