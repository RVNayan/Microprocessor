===== run.sh =====
#!/bin/bash
# OpenROAD 26Q1-2900-gdf79404cd8, Yosys 0.63+post, stock flow scripts
make -C /OpenROAD-flow-scripts/flow DESIGN_CONFIG=/design/flow/config.mk WORK_HOME=/design/flow/orfs finish

===== constraint.sdc =====
current_design IR

set clk_period 1.9
set clk_io_pct 0.2

create_clock -name clk0 -period $clk_period [get_ports {clk}]

set non_clock_inputs [all_inputs -no_clocks]
set_input_delay [expr $clk_period * $clk_io_pct] -clock clk0 $non_clock_inputs
set_output_delay [expr $clk_period * $clk_io_pct] -clock clk0 [all_outputs]

===== config.mk =====
export PLATFORM = sky130hd
export DESIGN_NAME = IR
export DESIGN_NICKNAME = IR
export VERILOG_FILES = /design/flow/design.v
export SDC_FILE = /design/flow/constraint.sdc
export NUM_CORES = 4
export LEC_CHECK = 1
export CORE_AREA = 10 10 72 72
export DIE_AREA = 0 0 82 82

===== design.v =====
`timescale 1ns / 1ps
module IR(
    input clk,
    input IR_out,
    input IR_in,
    input [7:0] data_in,
    output reg [7:0] data_out
    );
reg [7:0] temp;
reg [3:0] opcode;
reg [3:0] address;
always @(posedge clk) begin
    if (IR_in) temp = data_in;
    if (IR_out) begin
      opcode = temp[7:4];
      address = temp[3:0];
    end
    data_out = {opcode[3:0], 4'b0000} + address;
  end
endmodule

==> design notes <==
The static leakage power is 0.2953 nW. No sink is reached through more buffers than the 2 on the longest clock path. The first global-routing pass estimated 1649 µm of wire. The layout summary lists the proportion of cells stronger than drive strength 1 as 28.57%. The maximum fanout encountered on the critical timing path works out to 4. The run gives 21.95% as the utilization after layout. The number of diodes added for antenna fixing is 0. The logs give 0 for the initial antenna violation count and 524.3 µm² for the post-synthesis instance area.

The logs give 0 for the total setup buffers inserted after CTS and 0 for the number of hold buffers added after cts. After its last routability iteration, the placer logged a weighted congestion of 0.6696. Post-CTS repair ended up resizing 0 cells. Topmost layer with routed signal wires: met4. With the first-pass iteration count of the detailed router at 2, the number of I/O pins is 19.

For the final routed database, the setup TNS stands at 0 ns. The largest non-sequential cell family by area was multiplexers. In this run the full chip footprint comes out at 6724 µm². The slew at the pin closest to its max-slew limit works out to 0.4475 ns.

The power per cell area was 894.6 nW/µm². After synthesis the netlist holds a flip-flop and latch count of 16. The registers of the reported paths see a clock transition of 0.06 ns.

TritonRoute output was used to compute an average wire per cell of 10.41 µm. The critical path is of the primary input to flip-flop type. STA puts the critical path data required time at 1.90 ns. The die is 82 µm wide.

Multiplexer fraction of the synthesized cell area: 18.62%. After detailed routing, the number of vias per cell comes to 3.072. The post-synthesis adder-cell area fraction was 0%. The number of warning messages in the logs came out at 25.

The run gives 338 as the via count of the first global-routing pass. Per the log, the first TritonRoute iteration ended with a DRC count of 24. The post-route clock period utilization was 77.46%. In the final routing, the length of wire on met1 measures 360 µm. Register area share after synthesis: 76.37%. STA puts the critical path data arrival time at 1.47 ns. The design draws 724.2 µW.

According to the hold report, the worst path is of the flip-flop to flip-flop type. TritonCTS built the clock tree. For reference, the placement row count at floorplan is 22. In the final report, the number of endpoints failing setup comes to 0. The run gives 1 as the total of warnings raised by yosys. Setup repair after global routing left no endpoint under its margin. With the die outline height at 82 µm, the insertion delay at the late pin of the worst-skew pair is 0.24 ns. The area recorded from the Yosys report for this design is 524.3 µm².

The run gives 3.342% for the overall fraction of global-route tracks in use. The run gives 7 as the number of distinct standard cells referenced by the synthesized netlist. The run gives 515 µm for the routed wire length on met2.

In this run, the synthesized area fraction spent on AND-OR/OR-AND gates is recorded as 0%. For this run the detailed placement stage logged an HPWL of 842.4 µm. Root buffer selected by CTS: sky130_fd_sc_hd__clkbuf_8. After global routing the overflow that remains totals 0. The worst reg2reg path depth was 2; the post-synthesis xor/xnor area fraction was 0%. Total wire length: 1010 µm. The run gives 1 for the number of stages on the worst hold path.

Hold is met by 0.4709 ns. Subtracting the final worst setup slack from the clock period gives 1.472 ns. Highest ir drop seen on vdd: 397.1 µV. The run gives 2.864% for the basic-gate share of the synthesized area counting and, or, nand and nor cells.

Headroom to the max-slew limit came out at 70.08%. The count of nets left with antenna violations after detail routing was 0; the H-tree depth was 1. The total of buffers placed on input and output ports is 18. STA classifies the critical path startpoint as a primary input. The run finished with clean final reports.

Maximum frequency from static timing analysis: 679.5 MHz. Entering global routing, the biggest net connects 11 pins. The run gives 120 µm for the detailed route wirelength on metal3. In this run, CTS created clock tree buffers numbering 3. The reported max-cap violation count is 0. The floorplan step records an initial core utilization of 14.21%. The routed layout has 298 vias.

STA classifies the critical path endpoint as a flip-flop. Worst clock skew: 0.0001569 ns. With the growth of design area from synthesis to finish at 54.42%, the sink count of the clock tree is 16. In the synthesized netlist, the number of instances is 27. The synth_stat.txt file lists the number of cells as 27. Per the post-synthesis stats, the area per cell is 19.42 µm². The core area is 3689 µm², and the number of failing hold endpoints at the final stage is 0. The number of DRC violations after detailed routing is 0, and the max-slew violation count is 0.
[worst max-delay path, stage by stage]
cell and delay (ns):
sky130_fd_sc_hd__clkdlybuf4s50_1 0.48, sky130_fd_sc_hd__buf_4 0.15, sky130_fd_sc_hd__mux2_4 0.31, sky130_fd_sc_hd__and2_4 0.15
[cell usage after synthesis]
cell	number	share of area [%]
sky130_fd_sc_hd__dfxtp_1	8	31
sky130_fd_sc_hd__mux2_4	2	5.7
sky130_fd_sc_hd__and2_4	1	1.7
sky130_fd_sc_hd__and2_1	1	1.2
sky130_fd_sc_hd__buf_6	1	2.1
sky130_fd_sc_hd__mux2_2	6	13
sky130_fd_sc_hd__edfxtp_1	8	46
[final timing paths]
path | startpoint | endpoint | slack (ns)
hold / removal | temp[6]$_DFF_P_ | temp[6]$_DFF_P_ | 0.47
hold reg to reg | temp[6]$_DFF_P_ | temp[6]$_DFF_P_ | 0.47
setup / recovery | IR_in | data_out[7]$_DFFE_PP_ | 0.43
setup reg to reg | temp[3]$_DFF_P_ | data_out[3]$_DFFE_PP_ | 0.95
[per-stage QoR]
stage | setup slack [ns] | cells | instance area, µm²
after CTS | 0.4273 | 97 | 809.5
after floorplan | 0.7167 | 27 | 524.3
after detailed placement | 0.1706 | 94 | 768.2
after global placement | 0.1895 | 94 | 768.2
after global routing | 0.4139 | 97 | 809.5
final | 0.4283 | 97 | 809.5
[cell families after synthesis]
| kind of cell | Yosys count |
|---|---|
| buf+inv | 1 |
| flops | 16 |
| simple gates | 2 |
| mux | 8 |
[registers in the layout, indices dropped and copies added, names as in the netlist]
register  count
temp          8
address       3
opcode        3
data_out      2
[cell usage in the layout (no fill, tap or decap), drive strengths merged]
cell type      netlist  routed
buf                  1       2
mux2                 8       8
and2                 2       2
clkdlybuf4s50        0      18
dfxtp                8       8
clkbuf               0       3
edfxtp               8       8
[report_power, final]
part | internal [mW] | switching, mW
Clock | 0.140 | 0.0979
Combinational | 0.0609 | 0.0208
Sequential | 0.398 | 0.00703
[per-layer routing]
| layer | up-vias | global-route usage (%) |
|---|---|---|
| li1 | 140 | - |
| met1 | 145 | 3.274 |
| met5 | - | 0 |
| met4 | 0 | 0.5102 |
| met3 | 2 | 2.313 |
| met2 | 11 | 5.799 |
[area by class of cell]
type / instances / area [µm²]
clock buffers: 3 / 41.29
fillers: 405 / 2879
multi-input cells: 10 / 112.6
repair buffers: 20 / 195.2
flip-flops and latches: 16 / 400.4
well taps: 48 / 60.06
Power is estimated from default activity; no workload was simulated.
